==> flow/design.v <==
`timescale 1ns / 1ps
module gpr(clk, regwrite, data_in, reg_addr1, reg_addr2, write_addr, reg_out1, reg_out2
    );
    input   clk;
    input   regwrite;
    input   [31:0]  data_in;
    input   [4:0]   reg_addr1, reg_addr2;
    input   [4:0]   write_addr;
    output  [31:0]  reg_out1, reg_out2;
    reg    [31:0] gpr_reg [31:0];
    always @(posedge clk) begin
        if(regwrite && write_addr != 5'h00)
            gpr_reg[write_addr] <= data_in;
    end
    assign reg_out1 = (reg_addr1 == 5'b00) ? 32'b0 : gpr_reg[reg_addr1];
    assign reg_out2 = (reg_addr2 == 5'b00) ? 32'b0 : gpr_reg[reg_addr2];
endmodule
==> flow/run.sh <==
#!/bin/bash
# OpenROAD 26Q1-2900-gdf79404cd8, Yosys 0.63+post, stock flow scripts
make -C /OpenROAD-flow-scripts/flow DESIGN_CONFIG=/design/flow/config.mk WORK_HOME=/design/flow/orfs finish
==> flow/config.mk <==
export PLATFORM = sky130hd
export DESIGN_NAME = gpr
export DESIGN_NICKNAME = gpr
export VERILOG_FILES = /design/flow/design.v
export SDC_FILE = /design/flow/constraint.sdc
export NUM_CORES = 4
export LEC_CHECK = 1
export CORE_UTILIZATION = 40
==> flow/constraint.sdc <==
current_design gpr

set clk_period 5.9
set clk_io_pct 0.2

create_clock -name clk0 -period $clk_period [get_ports {clk}]

set non_clock_inputs [all_inputs -no_clocks]
set_input_delay [expr $clk_period * $clk_io_pct] -clock clk0 $non_clock_inputs
set_output_delay [expr $clk_period * $clk_io_pct] -clock clk0 [all_outputs]
==> report_table.html <==
<p>Metrics extracted from the flow reports.</p>
<table>
<tr><th>Metric</th><th>Value</th></tr>
<tr><th colspan="2">GRT</th></tr>
<tr><td>Global-route usage over all layers</td><td>28.80%</td></tr>
<tr><td>Largest net degree at the start of global routing</td><td>~85</td></tr>
<tr><td>Total global routing overflow</td><td>0</td></tr>
<tr><td>Number of global-route vias before repair</td><td>31870</td></tr>
<tr><td>Initial antenna violation count</td><td>2</td></tr>
<tr><td>First-pass GRT wire length</td><td>224800 um</td></tr>
<tr><th colspan="2">Timing</th></tr>
<tr><td>Setup total negative slack</td><td>0 ps</td></tr>
<tr><td>Final cycle utilization of the critical path</td><td>94.52%</td></tr>
<tr><td>RSZ-0062 raised after global routing</td><td>no</td></tr>
<tr><td>Number of failing setup endpoints in the final timing report</td><td>0</td></tr>
<tr><td>Final WS setup</td><td>323.4 ps</td></tr>
<tr><td>Highest clock rate</td><td>0.1793 GHz</td></tr>
<tr><td>Relative max-transition margin</td><td>between 30% and 40%</td></tr>
<tr><td>Final tally of max-slew violations</td><td>0</td></tr>
<tr><td>Minimum clock period</td><td>~5600 ps</td></tr>
<tr><td>Least-Margin Pin Slew</td><td>1018 ps</td></tr>
<tr><td>Final Hold Vio Count</td><td>0</td></tr>
<tr><th colspan="2">Synth</th></tr>
<tr><td>Chip area line of the yosys report</td><td>47900 sq um</td></tr>
<tr><td>Synthesized instance count</td><td>approximately 2600</td></tr>
<tr><td>Main logic family after synthesis</td><td>multiplexers</td></tr>
<tr><td>Adder Share, Synth</td><td>0%</td></tr>
<tr><td>Proportion of synthesized flip-flops having asynchronous set or reset</td><td>0%</td></tr>
<tr><td>Number of warnings issued by yosys</td><td>1</td></tr>
<tr><td>Most common cell in the synthesized netlist</td><td>sky130_fd_sc_hd__edfxtp_1</td></tr>
<tr><td>Number of enable flip-flop cells</td><td>1024</td></tr>
<tr><td>Synth Seq Share</td><td>64.19%</td></tr>
<tr><td>Number of cell instances after yosys synthesis</td><td>2564</td></tr>
<tr><td>Yosys top cell by area</td><td>sky130_fd_sc_hd__edfxtp_1</td></tr>
<tr><td>Flip-flop and latch count after synthesis</td><td>1024</td></tr>
<tr><td>Area fraction in mux cells</td><td>about 25%</td></tr>
<tr><td>Area share of the leading cell type in the synthesized netlist</td><td>approximately 64%</td></tr>
<tr><td>Fraction of the mapped netlist area in simple logic gates</td><td>approximately 2.2%</td></tr>
<tr><td>Syn Std Cell Area</td><td>47900 sq um</td></tr>
<tr><td>Post-synth area hogs</td><td>sky130_fd_sc_hd__edfxtp_1, sky130_fd_sc_hd__mux4_2, sky130_fd_sc_hd__mux2i_1</td></tr>
<tr><td>Ao+oa area frac</td><td>between 6 and 7%</td></tr>
<tr><td>Primary flip-flop cell chosen by synthesis mapping</td><td>sky130_fd_sc_hd__edfxtp_1</td></tr>
<tr><td>Mean post-synth cell area</td><td>18.68 sq um</td></tr>
<tr><td>Ranking of synthesized cells by instance count</td><td>sky130_fd_sc_hd__edfxtp_1, sky130_fd_sc_hd__mux2i_1, sky130_fd_sc_hd__mux4_2</td></tr>
<tr><td>Tally of unique sky130hd cells used after synthesis</td><td>39</td></tr>
<tr><td>Fraction of synthesized cell area in xor and xnor cells</td><td>0%</td></tr>
<tr><th colspan="2">Placed design</th></tr>
<tr><td>Placer congestion estimate</td><td>0.8883</td></tr>
<tr><td>Pre-CTS WS</td><td>442.1 ps</td></tr>
<tr><td>HPWL Detailed</td><td>91010 um</td></tr>
<tr><td>Placed Instances</td><td>4248</td></tr>
<tr><td>IO buf count</td><td>112</td></tr>
<tr><th colspan="2">Worst hold path</th></tr>
<tr><td>Type of the most critical hold path</td><td>input port to flip-flop</td></tr>
<tr><th colspan="2">Final layout</th></tr>
<tr><td>Growth of design area from synthesis to finish</td><td>15.27%</td></tr>
<tr><td>Max reg flops</td><td>~1000</td></tr>
<tr><td>Layout cells sized above 1</td><td>between 20 and 30%</td></tr>
<tr><td>Count of non-filler cells in the finished layout</td><td>4450</td></tr>
<tr><th colspan="2">Clocking</th></tr>
<tr><td>Post-cts hold-fix buffer tally</td><td>0</td></tr>
<tr><td>CTS Buffer Depth</td><td>3</td></tr>
<tr><td>Resized Gates After CTS</td><td>0</td></tr>
<tr><td>Cell chosen for the clock root</td><td>sky130_fd_sc_hd__clkbuf_16</td></tr>
<tr><td>CTS tree</td><td>done</td></tr>
<tr><td>Clock transition at the register clock pins on the worst setup and hold paths after CTS</td><td>60 ps</td></tr>
<tr><td>Clock sink count</td><td>1024</td></tr>
<tr><td>Total setup buffers inserted after CTS</td><td>0</td></tr>
<tr><td>H-tree Lvls</td><td>3</td></tr>
<tr><td>Number of clock buffers inserted by TritonCTS</td><td>107</td></tr>
<tr><th colspan="2">Power</th></tr>
<tr><td>Peak VDD IR</td><td>about 0.00021 V</td></tr>
<tr><td>Leakage power</td><td>17.94 nW</td></tr>
<tr><td>Power per cell area</td><td>approximately 300 nW/um^2</td></tr>
<tr><td>Total power of the final layout</td><td>around 16 mW</td></tr>
<tr><th colspan="2">Worst setup path</th></tr>
<tr><td>Worst EP required</td><td>4720 ps</td></tr>
<tr><td>Critical path data arrival time</td><td>4400 ps</td></tr>
<tr><td>Element type at the critical path end</td><td>primary output</td></tr>
<tr><td>Sort of element at the start of the critical path</td><td>input port</td></tr>
<tr><td>Maximum fanout along the worst path</td><td>24</td></tr>
<tr><td>Kind of critical path</td><td>input port to primary output</td></tr>
<tr><th colspan="2">Run</th></tr>
<tr><td>Stage-log warning count</td><td>26</td></tr>
<tr><td>Count of max-cap constraint violations</td><td>0</td></tr>
<tr><th colspan="2">Route</th></tr>
<tr><td>First DRT Iteration DRCs</td><td>1992</td></tr>
<tr><td>Routed Wire Length</td><td>158600 um</td></tr>
<tr><td>Routed vias/inst</td><td>6.379</td></tr>
<tr><td>Remaining routing DRC violations</td><td>0</td></tr>
<tr><td>Number of nets with antenna violations after detailed routing</td><td>0</td></tr>
<tr><td>Via count of the routed design</td><td>28390</td></tr>
<tr><td>Length of the first detailed-routing pass in iterations</td><td>5</td></tr>
<tr><td>Detailed-route wire length per cell</td><td>35.63 um</td></tr>
<tr><th colspan="2">Floorplanning</th></tr>
<tr><td>Pre-Place Util</td><td>40.46%</td></tr>
<tr><td>Number of rows in the core area</td><td>around 130</td></tr>
<tr><td>Core Region</td><td>118400 sq um</td></tr>
<tr><td>Die area</td><td>121100 sq um</td></tr>
<tr><td>Die width</td><td>348.1 um</td></tr>
<tr><td>Boundary Pins</td><td>113</td></tr>
<tr><td>Floorplan die height</td><td>348.1 um</td></tr>
<tr><th colspan="2">Outcome</th></tr>
<tr><td>Status</td><td>completed</td></tr>
</table>
-- report_power, final --
group          internal, mW  total, mW  leakage, nW  switching [mW]
clock network          3.82       6.72         1.71            2.90
registers              8.12       8.16         9.25          0.0446
logic                 0.646       1.52         6.97           0.875
-- final cells by class --
| cell class | instances | area, sq um |
|---|---|---|
| antenna | 1 | 2.502 |
| inverter | 2 | 8.758 |
| clock buffer | 119 | 2723 |
| fill | 9586 | 63180 |
| clock inverter | 82 | 762.0 |
| tap | 1600 | 2002 |
| multi-input combinational | 1354 | 16400 |
| sequential | 1024 | 30750 |
| timing repair buffer | 268 | 2572 |
-- cells by family (layout without fill, tap and decap cells) --
family / Yosys count / after routing
flip-flops: 1024 / 1024
multiplexers: 736 / 736
AND-OR/OR-AND: 374 / 374
buffers and inverters: 217 / 471
AND/OR/NAND/NOR: 212 / 212
other: 1 / 33
-- per-stage QoR --
| step | area (sq um) | hold WS (ps) | util (%) |
|---|---|---|---|
| 2_1_floorplan | 48020 | 1279 | - |
| 3_3_place_gp | 51730 | 2008 | 43.69 |
| 3_5_place_dp | 51730 | 2008 | 43.69 |
| 4_1_cts | 55220 | 1275 | 46.64 |
| 5_1_grt | 55220 | 1316 | 46.64 |
| 6_report | 55220 | 1295 | 46.64 |
-- routing by layer --
metal / track usage, % / part of all wire (%)
met2: 40.97 / 45
met4: 9.755 / 4.5
met1: 30.90 / 30
met5: 3.161 / 0.31
met3: 25.27 / 20
-- layout by cell type, fill, tap and decap left out, drive strengths merged, types with 54 or more instances in the layout --
cell,synthesis,final
nand2,85,85
clkinv,0,61
edfxtp,1024,1024
a211oi,64,64
a22oi,64,64
mux4,352,352
buf,115,166
o221ai,64,64
mux2i,320,320
mux2,64,64
clkbuf,100,119
clkdlybuf4s50,0,102
o21ai,54,54
a221oi,54,54
-- worst max-delay path, cell delays in order --
cell                              delay (ps)
sky130_fd_sc_hd__buf_2                   560
sky130_fd_sc_hd__or2_2                   240
sky130_fd_sc_hd__or4_4                   550
sky130_fd_sc_hd__o21ai_0                 310
sky130_fd_sc_hd__a311oi_1                820
sky130_fd_sc_hd__buf_4                   230
sky130_fd_sc_hd__clkdlybuf4s50_1         460
-- path summary, 6_finish.rpt --
| check | depth (start not counted) | slack, ps | from | end |
|---|---|---|---|---|
| max | 7 | 320 | reg_addr1[3] | reg_out1[12] |
| min | 2 | 1300 | data_in[26] | gpr_reg[9][26] |
No activity file was given, so power comes from the tool's default toggle rates.

$ cat flow/design.v
`timescale 1ns / 1ps
module mul( 
	data_c,
	data_a, data_b, sign
	);
	input  [31:0]  data_a, data_b;
	input 		   sign;
	output [63:0]  data_c;
	wire   [63:0]  tmp_data_a, tmp_data_c, tmp_data_cu;
	reg    [31:0]  tmp_data_b;
	reg    [4:0]   i;
    wire [31:0] ab0  = data_b[0] ? data_a : 32'b0;
    wire [31:0] ab1  = data_b[1] ? data_a : 32'b0;
    wire [31:0] ab2  = data_b[2] ? data_a : 32'b0;
    wire [31:0] ab3  = data_b[3] ? data_a : 32'b0;
    wire [31:0] ab4  = data_b[4] ? data_a : 32'b0;
    wire [31:0] ab5  = data_b[5] ? data_a : 32'b0;
    wire [31:0] ab6  = data_b[6] ? data_a : 32'b0;
    wire [31:0] ab7  = data_b[7] ? data_a : 32'b0;
    wire [31:0] ab8  = data_b[8] ? data_a : 32'b0;
    wire [31:0] ab9  = data_b[9] ? data_a : 32'b0;
    wire [31:0] ab10 = data_b[10] ? data_a : 32'b0;
    wire [31:0] ab11 = data_b[11] ? data_a : 32'b0;
    wire [31:0] ab12 = data_b[12] ? data_a : 32'b0;
    wire [31:0] ab13 = data_b[13] ? data_a : 32'b0;
    wire [31:0] ab14 = data_b[14] ? data_a : 32'b0; 
    wire [31:0] ab15 = data_b[15] ? data_a : 32'b0;
    wire [31:0] ab16 = data_b[16] ? data_a : 32'b0;
    wire [31:0] ab17 = data_b[17] ? data_a : 32'b0;
    wire [31:0] ab18 = data_b[18] ? data_a : 32'b0;
    wire [31:0] ab19 = data_b[19] ? data_a : 32'b0;
    wire [31:0] ab20 = data_b[20] ? data_a : 32'b0;
    wire [31:0] ab21 = data_b[21] ? data_a : 32'b0;
    wire [31:0] ab22 = data_b[22] ? data_a : 32'b0;
    wire [31:0] ab23 = data_b[23] ? data_a : 32'b0;
    wire [31:0] ab24 = data_b[24] ? data_a : 32'b0;
    wire [31:0] ab25 = data_b[25] ? data_a : 32'b0;
    wire [31:0] ab26 = data_b[26] ? data_a : 32'b0;
    wire [31:0] ab27 = data_b[27] ? data_a : 32'b0;
    wire [31:0] ab28 = data_b[28] ? data_a : 32'b0;
    wire [31:0] ab29 = data_b[29] ? data_a : 32'b0;
    wire [31:0] ab30 = data_b[30] ? data_a : 32'b0;
    wire [31:0] ab31 = data_b[31] ? data_a : 32'b0;
    assign tmp_data_cu = (((({32'b0, ab0[31:0]}           +
                            {31'b0, ab1[31:0],  1'b0})   +
                           ({30'b0, ab2[31:0],  2'b0}    +
                            {29'b0, ab3[31:0],  3'b0}))  +
                          (({28'b0, ab4[31:0],  4'b0}    +
                            {27'b0, ab5[31:0],  5'b0})   +
                           ({26'b0, ab6[31:0],  6'b0}    +
                            {25'b0, ab7[31:0],  7'b0}))) +
                         ((({24'b0, ab8[31:0],  8'b0}    +
                            {23'b0, ab9[31:0],  9'b0})   +
                           ({22'b0, ab10[31:0], 10'b0}   +
                            {21'b0, ab11[31:0], 11'b0})) +
                          (({20'b0, ab12[31:0], 12'b0}   +
                            {19'b0, ab13[31:0], 13'b0})  +
                           ({18'b0, ab14[31:0], 14'b0}   +
                            {17'b0, ab15[31:0], 15'b0}))))  +
                        (((({16'b0, ab16[31:0], 16'b0}   +
                            {15'b0, ab17[31:0], 17'b0})  +
                           ({14'b0, ab18[31:0], 18'b0}   +
                            {13'b0, ab19[31:0], 19'b0})) +
                          (({12'b0, ab20[31:0], 20'b0}   +
                            {11'b0, ab21[31:0], 21'b0})  +
                           ({10'b0, ab22[31:0], 22'b0}   +
                            { 9'b0, ab23[31:0], 23'b0})))+
                         ((({ 8'b0, ab24[31:0], 24'b0}   +
                            { 7'b0, ab25[31:0], 25'b0})  +
                           ({ 6'b0, ab26[31:0], 26'b0}   +
                            { 5'b0, ab27[31:0], 27'b0})) +
                          (({ 4'b0, ab28[31:0], 28'b0}   +
                            { 3'b0, ab29[31:0], 29'b0})  +
                           ({ 2'b0, ab30[31:0], 30'b0}   +
                            { 1'b0, ab31[31:0], 31'b0}))));
    assign tmp_data_c = (((({32'b1, ~ab0[31], ab0[30:0]}           +
                            {31'b0, ~ab1[31], ab1[30:0],  1'b0})   +
                           ({30'b0, ~ab2[31], ab2[30:0],  2'b0}    +
                            {29'b0, ~ab3[31], ab3[30:0],  3'b0}))  +
                          (({28'b0, ~ab4[31], ab4[30:0],  4'b0}    +
                            {27'b0, ~ab5[31], ab5[30:0],  5'b0})   +
                           ({26'b0, ~ab6[31], ab6[30:0],  6'b0}    +
                            {25'b0, ~ab7[31], ab7[30:0],  7'b0}))) +
                         ((({24'b0, ~ab8[31], ab8[30:0],  8'b0}    +
                            {23'b0, ~ab9[31], ab9[30:0],  9'b0})   +
                           ({22'b0, ~ab10[31], ab10[30:0], 10'b0}   +
                            {21'b0, ~ab11[31], ab11[30:0], 11'b0})) +
                          (({20'b0, ~ab12[31], ab12[30:0], 12'b0}   +
                            {19'b0, ~ab13[31], ab13[30:0], 13'b0})  +
                           ({18'b0, ~ab14[31], ab14[30:0], 14'b0}   +
                            {17'b0, ~ab15[31], ab15[30:0], 15'b0}))))  +
                        (((({16'b0, ~ab16[31], ab16[30:0], 16'b0}   +
                            {15'b0, ~ab17[31], ab17[30:0], 17'b0})  +
                           ({14'b0, ~ab18[31], ab18[30:0], 18'b0}   +
                            {13'b0, ~ab19[31], ab19[30:0], 19'b0})) +
                          (({12'b0, ~ab20[31], ab20[30:0], 20'b0}   +
                            {11'b0, ~ab21[31], ab21[30:0], 21'b0})  +
                           ({10'b0, ~ab22[31], ab22[30:0], 22'b0}   +
                            { 9'b0, ~ab23[31], ab23[30:0], 23'b0})))+
                         ((({ 8'b0, ~ab24[31], ab24[30:0], 24'b0}   +
                            { 7'b0, ~ab25[31], ab25[30:0], 25'b0})  +
                           ({ 6'b0, ~ab26[31], ab26[30:0], 26'b0}   +
                            { 5'b0, ~ab27[31], ab27[30:0], 27'b0})) +
                          (({ 4'b0, ~ab28[31], ab28[30:0], 28'b0}   +
                            { 3'b0, ~ab29[31], ab29[30:0], 29'b0})  +
                           ({ 2'b0, ~ab30[31], ab30[30:0], 30'b0}   +
                            { 1'b1, ab31[31], ~ab31[30:0], 31'b0}))));
    assign data_c = sign ? tmp_data_c : tmp_data_cu;
endmodule
$ cat flow/constraint.sdc
current_design mul

set clk_period 38.4
set clk_io_pct 0.2

create_clock -name clk0 -period $clk_period

set non_clock_inputs [all_inputs -no_clocks]
set_input_delay [expr $clk_period * $clk_io_pct] -clock clk0 $non_clock_inputs
set_output_delay [expr $clk_period * $clk_io_pct] -clock clk0 [all_outputs]
$ cat flow/config.mk
export PLATFORM = sky130hd
export DESIGN_NAME = mul
export DESIGN_NICKNAME = mul
export VERILOG_FILES = /design/flow/design.v
export SDC_FILE = /design/flow/constraint.sdc
export NUM_CORES = 4
export LEC_CHECK = 1
export CORE_UTILIZATION = 50
$ cat flow/run.sh
#!/bin/bash
# OpenROAD 26Q1-2900-gdf79404cd8, Yosys 0.63+post, stock flow scripts
make -C /OpenROAD-flow-scripts/flow DESIGN_CONFIG=/design/flow/config.mk WORK_HOME=/design/flow/orfs finish
==> Slide: Implementation Results <==
Synthesis and Place & Route Summary

Power
  – P_leak: 0.0266 uW
  – Peak VDD IR: 0.776 mV
  – Net Sw Frac: 57.7%
  – Switching power total: 12,000 uW
  – Cell Int Power: 8840 uW
  – Pwr/cell area: 412 mW/mm2

Floorplan
  – Cell Rows: 113
  – Fp util: 50.6%
  – CORE AREA: 0.0953 mm2
  – DIE WIDTH: 313 um
  – DIE HEIGHT: 313 um
  – Die area: 0.0977 mm2
  – Ports: 129

Drt
  – Drt total wl: 149,000 um
  – Residual DRC count: 0
  – Drt pass-1 iters: 5
  – Routed Antenna Nets: 0
  – Routed wire per std cell: 23.1 um
  – Iter 0 DRT Violations: 1,445
  – Vias per cell: 5.31
  – Routed via count: 34.2k

Logic synthesis
  – Largest family of logic cells by area: adder cells
  – Library cells used by synthesis: 69
  – Seq/Total Area, Yosys: 0%
  – Synthesized cell area: 0.0482 mm2
  – Count leader, synth: inv_1
  – Yosys top cell by area: fa_1
  – Complex-gate fraction of the synthesized area: 4.53%
  – Post-Synthesis Cells: 5,224
  – Adder Share, Synth: 67.3%
  – # Cells Yosys: 5,224
  – Top cell area share: 56.7%
  – Top cells by count: inv_1 (1,447), fa_1 (1,365), nand2_1 (688)
  – Synth Warn #: 0
  – Post-synthesis chip area from yosys: 0.0482 mm2
  – Cell area leaders: fa_1 (57%), inv_1 (11%), ha_1 (11%)
  – Simple Share, Synth: 12.9%
  – XORs/XNORs by Area: 1.89%
  – Mux area share: 0.213%
  – Syn Area/Cell: 9.23 um2

Clock network
  – CTS resizes: 0
  – Hold-fix buffers, CTS: 0
  – # Post-CTS Setup Buffers: 0

STA
  – Final setup margin: 13.82 ns
  – Setup Viol. Count Final: 0
  – Highest clock rate: 40.7 MHz
  – Final worst-path cycle share: 64.0%
  – Crit path time final: 24.58 ns
  – Setup_tns: 0 ns
  – Slew HR: 42.3%
  – Slew @ Worst Pin: 0.859 ns
  – Pins Over Slew Limit: 0
  – Final hold violation count: 0
  – Unrepaired setup endpoints after global routing: false

Status
  – Outcome: finished clean

Setup path
  – Slowest CP cell: fa_1
  – CP endpoint kind: primary output
  – CP most frequent cell: fa_1
  – WP data required: 30.72 ns
  – WS Path Type: in2out
  – CP bufs+invs: 5
  – Top delay family on crit path: adder cells
  – Crit-path max FO: 32
  – Crit path DAT: 16.90 ns
  – Slowest Stage Delay on Critical Path: 0.63 ns
  – Startpoint type of the worst setup path: input pin

Worst hold path
  – Min-delay worst type: in2out

Final layout
  – Clock buffer count: 0
  – Seq. cell area: 0 um2
  – Layout cells sized above 1: 1.62%
  – Filler cell count: 8,779
  – Area growth from synthesis to layout: 5.09%
  – Flop count: 0

GRT
  – First-pass GRT wire length: 229,000 um
  – GRT Residual Overflow: 0
  – All-Layer GR Usage: 34.6%
  – Largest net degree at the start of global routing: 67
  – Vias in the first global route: 38.3k
  – Initial antenna violation count: 2

Placed design
  – Port Buffer Count: 129
  – GPL Wtd Cong: 1.02
  – Pre-CTS setup slack: 13.93 ns
  – Hpwl dp: 118,000 um

Flow run
  – Log Warnings: 36
  – Max Cap Viol: 0
kinds of logic (layout without fill, tap and decap cells):
| kind of cell | Yosys count | after routing |
|---|---|---|
| multiplexers | 10 | 10 |
| other | 0 | 1 |
| AND/OR/NAND/NOR | 1301 | 1301 |
| buffers and inverters | 1692 | 1644 |
| AND-OR/OR-AND | 343 | 343 |
| XOR/XNOR | 104 | 104 |
| adder cells (fa/ha/maj) | 1774 | 1774 |
placed cells by master (no fill, tap or decap), types with 24 or more instances in the layout:
cell	n
clkdlybuf4s50_1	128
nor2_1	72
o21ai_0	68
a21oi_1	120
a21o_1	49
fa_1	1365
buf_4	68
and2_1	433
nand2_1	688
xnor2_1	58
xor2_1	46
nand4_1	24
ha_1	409
inv_1	1447
tightest hold or removal path: cells and delay by family:
family / cells / cell delay [ns]
compound gates: 1 / 0.06
simple gates: 1 / 0.12
buf+inv: 3 / 0.79
power groups by stage:
| stage | Clock, uW | Combinational, uW | Sequential (uW) |
|---|---|---|---|
| 4_1_cts | 0 | 21000 | 0 |
| 5_1_grt | 0 | 22800 | 0 |
through the flow:
step	instance area (um2)	hold WS [ns]	total power [uW]	cells	utilization [%]
2_1_floorplan	48200	15.44	12700	5224	-
6_report	50700	16.38	20900	6442	53.2
5_1_grt	50700	16.44	22800	6441	53.2
3_5_place_dp	50700	16.39	20800	6441	53.2
4_1_cts	50700	16.39	21000	6441	53.2
3_3_place_gp	50700	16.38	21000	6441	53.2
area by class of cell:
class | instances | area, um2 | area share, %
repair buffers | 197 | 1800 | 3.54
multi-input cells | 3532 | 41900 | 82.6
inverters | 1447 | 5430 | 10.7
diodes | 1 | 2.50 | 0.00494
well taps | 1265 | 1580 | 3.12
per-layer routing:
metal	track usage, %	wire length, um	up-vias
li1	-	-	15000
met1	44.2	50400	17400
met2	54.0	73400	1545
met3	13.6	14800	335
met4	16.2	9690	4
met5	1.26	116	-
worst paths after layout:
check | to | cells after the start | from
worst max-delay path | data_c[58] | 25 | data_b[22]
worst min-delay path | data_c[53] | 5 | sign
No activity file was given, so power comes from the tool's default toggle rates.
